$ cat ./config.mk
export PLATFORM = sky130hd
export DESIGN_NAME = RCA
export DESIGN_NICKNAME = RCA
export VERILOG_FILES = /design/flow/design.v
export SDC_FILE = /design/flow/constraint.sdc
export NUM_CORES = 4
export LEC_CHECK = 1
export CORE_AREA = 10 10 70 70
export DIE_AREA = 0 0 80 80
$ cat ./constraint.sdc
current_design RCA

set clk_period 18.9
set clk_io_pct 0.2

create_clock -name clk0 -period $clk_period

set non_clock_inputs [all_inputs -no_clocks]
set_input_delay [expr $clk_period * $clk_io_pct] -clock clk0 $non_clock_inputs
set_output_delay [expr $clk_period * $clk_io_pct] -clock clk0 [all_outputs]
$ cat ./design.v
module FA
(
    input     a ,
    input     b ,
    input     ci,
    output    r ,
    output    co
);
    assign r  = a^b^ci;
    assign co = (a^b)&ci | (a&b);
endmodule
module RCA #(
    parameter C_WIDTH = 16 
)
(
   input      [C_WIDTH-1:0] din_a,
   input      [C_WIDTH-1:0] din_b,
   output     [C_WIDTH  :0] dout
);
logic [C_WIDTH-1:0] ci;
logic [C_WIDTH-1:0] co;
logic [C_WIDTH-1:0] r;
assign ci[0] = 1'b0;
generate
    for(genvar i=0;i<C_WIDTH;i=i+1)
    begin:u_gen_rca
        FA u_FA (
            .a     (din_a[i]),
            .b     (din_b[i]),
            .ci    (ci[i]),
            .r     (r[i]),
            .co    (co[i])
        );
        if (i<C_WIDTH-1) begin
            assign ci[i+1] = co[i];
        end
    end
endgenerate
assign dout = {co[C_WIDTH-1],r[C_WIDTH-1:0]};
endmodule
$ cat ./run.sh
#!/bin/bash
# OpenROAD 26Q1-2900-gdf79404cd8, Yosys 0.63+post, stock flow scripts
make -C /OpenROAD-flow-scripts/flow DESIGN_CONFIG=/design/flow/config.mk WORK_HOME=/design/flow/orfs finish
==> qor_table.md <==
| Step | Result | Value |
|---|---|---|
| timing | Final setup violation count | 0 |
| synth | Number of cells in Yosys stat | 38 |
| grt | Via count of the first global-routing pass | 422 |
| power | Reg power frac | 0% |
| synth | AND-OR/OR-AND Cells, Area Fraction | 0% |
| layout | Fraction of layout cells with a size suffix above 1 | 0% |
| synth | Largest family of logic cells by area | adder cells |
| placed design | Post-placement worst setup slack | 4.24 ns |
| synth | Basic-gate share of the synthesized area counting and, or, nand and nor cells | 0% |
| floorplanning | Core box area | 3420 um2 |
| synth | Ranking of synthesized cells by area | fa_1 (65%), buf_4 (28%), inv_1 (4.1%) |
| timing | Slew headroom | 92.8% |
| floorplanning | Horizontal die dimension | 80 um |
| grt | Wire length of the first global-routing pass | 2160 um |
| setup path | Critical Path Sink Type | output pin |
| setup path | Largest fanout on the critical path | 1 |
| floorplanning | FP Util | 13.4% |
| timing | Maximum frequency from static timing analysis | 68.5 MHz |
| synth | Mapped Avg Cell Area | 12.1 um2 |
| synth | Xor/xnor share of the synthesized area | 0% |
| run | Total tool warning count | 32 |
| timing | Min Clock Period, post-route | 14.60 ns |
| layout | Register area | 0 um2 |
| synth | Share of synthesized cell area in full adder, half adder and majority cells | 68.1% |
| power | Comb power frac | 100.0% |
| clocking | Number of buffers inserted to repair setup after CTS | 0 |
| layout | Flip-flops | 0 |
| placed design | Final estimated routing congestion in global placement | 0.868 |
| layout | Tally of filler cells in the layout | 368 |
| routing | DRT Wirelength | 1430 um |
| worst hold path | Worst-case hold path end point | dout[0] |
| placed design | Count of port buffers added during placement | 49 |
| synth | Yosys Warn Count | 0 |
| timing | Min setup slack post-route | 4.30 ns |
| power | Clock network fraction of design power | 0% |
| placed design | HPWL reported at the end of detailed placement | 1420 um |
| clocking | Cts repair resizes | 0 |
| routing | Post-route ant nets | 0 |
| grt | Total global-route track usage | 4.33% |
| synth | Cell accounting for the most synthesized area | fa_1 |
| power | Reported net switching power | 0.00673 mW |
| routing | Number of DRC markers after the initial detailed-route iteration | 2 |
| synth | Number of cells produced by synthesis | 38 |
| floorplanning | Row Count | 21 |
| timing | Max-slew violation count | 0 |
| floorplanning | Die Height | 80 um |
| setup path | Endpoint required time on the critical path | 15.12 ns |
| setup path | Data arrival at the endpoint of the critical path | 10.82 ns |
| routing | Total via count in the routed design | 366 |
| grt | Total grt overflow | 0 |
| grt | Initial antenna violation count | 0 |
| layout | Total non-filler cell area in the finished layout | 880 um2 |
| status | Status | complete, no violations |
| worst hold path | Path type of the worst min-delay path | input port to output pin |
| routing | Number of inserted diodes | 0 |
| synth | Summed instance area of the synthesized netlist | 459 um2 |
| power | Internal portion of total power | 0.0201 mW |
| placed design | Post-DP Area | 880 um2 |
| timing | RSZ-0062 raised after global routing | no |
| power | Proportion of total power due to net switching | 25.1% |
| run | Number of maximum-capacitance constraint violations | 0 |
| power | Standby leakage power | 0.337 nW |
| layout | Area Overhead vs Synth | 91.6% |
| synth | Yosys top cell by instances | buf_4 |
| floorplanning | Chip footprint | 6400 um2 |
| power | IR Drop Worst-Case VDD | 11.8 uV |
| grt | Largest net degree at the start of global routing | 2 |
| timing | Post-route fraction of the period consumed by the critical path | 77.3% |
| timing | Post-route setup TNS | 0 ns |
| routing | Average routed wire per standard cell | 12.3 um |
| worst hold path | Number of cells traversed by the worst hold path | 3 |
| synth | Proportion of synthesized chip area in sequential cells | 0% |
| routing | Number of design rule violations left after detail routing | 0 |
| layout | Number of clock buffers in the layout | 0 |
| setup path | Kind of critical path | input port to output pin |
| clocking | Count of hold-fix buffers inserted at cts | 0 |
| synth | Fraction of synthesized area in multiplexers | 0% |
| synth | Yosys-reported design area after synthesis | 459 um2 |
| synth | Distinct cell type count of the synthesized netlist | 4 |
| setup path | Crit path launch type | input port |
| synth | Most used standard cells in the synthesized netlist | buf_4 (17), fa_1 (15), inv_1 (5), ha_1 (1) |
| worst hold path | Startpoint of the worst hold path | din_b[0] |
| power | Power density over cell area | 30.5 nW/um2 |
| timing | Final tally of hold violations | 0 |
| routing | DR vias/cell | 3.16 |
| timing | Transition time at the pin with the least slew margin | 0.108 ns |
| routing | First-pass detailed-route iteration total | 2 |
| synth | Top-area cell type share of the netlist area | 65.4% |
| floorplanning | Top-Level Pins | 49 |
==> power groups by stage <==
stage     registers [mW]  clock network [mW]  logic, mW
4_1_cts                0                   0     0.0279
5_1_grt                0                   0     0.0303
6_report               0                   0     0.0268
==> logic make-up after synthesis <==
group,after synthesis
fa+ha+maj,16
buf+inv,22
==> per-stage QoR <==
stage | hold slack [ns] | power (mW) | instances | util (%)
after floorplan | 7.73 | 0.0134 | 38 | -
after global placement | 8.60 | 0.0276 | 116 | 25.8
after detailed placement | 8.61 | 0.0277 | 116 | 25.8
after CTS | 8.61 | 0.0279 | 116 | 25.8
after global routing | 8.65 | 0.0303 | 116 | 25.8
final | 8.60 | 0.0268 | 116 | 25.8
==> per-layer routing <==
metal | track usage (%) | wire [um] | vias to the layer above
met5 | 0 | 0 | -
met4 | 0 | 0 | 0
met2 | 5.46 | 444 | 46
met1 | 4.52 | 469 | 163
met3 | 5.80 | 518 | 0
li1 | - | - | 157
==> worst max path at each step <==
stage / startpoint / to
after CTS: din_a[0] / dout[15]
after global routing: din_b[0] / dout[15]
final: din_a[0] / dout[15]
==> final cells by class <==
type	count	area, um2	area share, %
multi-input cells	16	313	35.6
well taps	46	57.6	6.54
inverters	5	18.8	2.13
repair buffers	49	490	55.8
==> placed cells by master, fill, tap and decap left out <==
master / instances
clkdlybuf4s50_1: 49
inv_1: 5
ha_1: 1
fa_1: 15
==> critical path, stage by stage <==
cell             delay [ns]
clkdlybuf4s50_1        0.41
ha_1                   0.21
fa_1                   0.38
fa_1                   0.39
fa_1                   0.40
fa_1                   0.39
fa_1                   0.38
fa_1                   0.38
fa_1                   0.38
fa_1                   0.39
fa_1                   0.38
fa_1                   0.39
fa_1                   0.39
fa_1                   0.40
fa_1                   0.39
fa_1                   0.36
inv_1                  0.07
fa_1                   0.40
inv_1                  0.06
clkdlybuf4s50_1        0.48
Power and IR drop assume default switching activity.
